==> ./design.v <==
module divisor_frecuencia(
    input clk,
    input wire signed [31:0] freq,	
    output reg clk_out
    );
parameter freq_in = 50000000;
reg [25:0] cuenta = 26'b0;
initial begin 
cuenta = 26'b0;
clk_out = 0;
end 
always @(posedge clk) begin
    if (freq != 32'b0)
    begin
	    if(cuenta==(freq_in/(2*freq)))
	    begin
		clk_out = ~clk_out;
		cuenta = 0;
	    end
	    else
	    begin
		cuenta = cuenta + 1;
	    end
    end
    else
    begin 
    	clk_out = 0;
    end
end
endmodule
==> ./run.sh <==
#!/bin/bash
# OpenROAD 26Q1-2900-gdf79404cd8, Yosys 0.63+post, stock flow scripts
make -C /OpenROAD-flow-scripts/flow DESIGN_CONFIG=/design/flow/config.mk WORK_HOME=/design/flow/orfs finish
==> ./config.mk <==
export PLATFORM = sky130hd
export DESIGN_NAME = divisor_frecuencia
export DESIGN_NICKNAME = divisor_frecuencia
export VERILOG_FILES = /design/flow/design.v
export SDC_FILE = /design/flow/constraint.sdc
export NUM_CORES = 4
export LEC_CHECK = 1
export CORE_UTILIZATION = 40
==> ./constraint.sdc <==
current_design divisor_frecuencia

set clk_period 107.7
set clk_io_pct 0.2

create_clock -name clk0 -period $clk_period [get_ports {clk}]

set non_clock_inputs [all_inputs -no_clocks]
set_input_delay [expr $clk_period * $clk_io_pct] -clock clk0 $non_clock_inputs
set_output_delay [expr $clk_period * $clk_io_pct] -clock clk0 [all_outputs]
==> job_summary.md <==
### Yosys + OpenROAD results

| Metric | Value |
|---|---|
| Max-slew violations | `0` |
| WS Path Type | `primary input to flop` |
| Critical path's most frequent cell | `ha_1` |
| Routed WL per cell | `24.7 um` |
| CTS tree | `yes` |
| Layout cell share with drive strength beyond 1 | `0.0667` |
| Aggregate negative setup slack | `0 ns` |
| Hold crit path type | `flop to flop` |
| Overall die width | `284 um` |
| Highest-delay cell along the critical path | `nor3_1` |
| Placed cell count | `5756` |
| Category of the worst setup path capture point | `flop` |
| Routing usage on met3 | `0.0722` |
| Leak pwr | `14.9 nW` |
| Worst slew margin | `0.129` |
| Routed WL | `142 mm` |
| Cts hold-fix bufs | `0` |
| Maximum level of the CTS H-tree | `1` |
| YS chip area | `31900 um^2` |
| Largest fanout of any net on the critical path | `35` |
| Vias after detailed routing | `36800` |
| Required time of the critical path | `107.85 ns` |
| Fraction of synthesized cell area taken by the top area cell type | `0.181` |
| GRT met2 Usage | `0.498` |
| DRC violations left | `0` |
| Most repeated cell in the gate-level netlist after synthesis | `nor2_1` |
| Die height | `284 um` |
| Met1 global-route usage | `0.508` |
| Critical Path Start Type | `primary input` |
| Final non-filler cell area | `34000 um^2` |
| Global route overflow | `0` |
| Status | `complete, no violations` |
| Pre-CTS setup slack | `9.74 ns` |
| Share of flip-flops with an asynchronous set or reset after synthesis | `0` |
| Cell variety after synth | `108` |
| Yosys reg bits | `27` |
| Fin worst setup slack | `7.89 ns` |
| Final tally of hold violations | `0` |
| Pre-antenna DRT Iters | `8` |
| Post-synth top area cell | `ha_1` |
| Count of buffers added by post-CTS timing repair for setup | `0` |
| Clock latency reported for the late side of the worst-skew pair | `0.26 ns` |
| Busiest layer in global routing | `met1` |
| Gate count of the mapped netlist | `4714` |
| Max-cap violations | `0` |
| Clock buffer count from CTS | `3` |
| Final cell utilization of the core | `0.430` |
| Vias per cell | `6.39` |
| Worst-margin pin slew | `1.30 ns` |
| Commonest cells post-synth | `506 x nor2_1, 495 x nand2_1, 461 x ha_1, 397 x a21oi_1, 270 x o21ai_0` |
| Final cycle utilization of the critical path | `0.927` |
| Power Total | `0.117 mW` |
| Number of clock sinks | `27` |
| Root buffer selected by CTS | `clkbuf_16` |
| Post-route ant nets | `0` |
| Post-synthesis average cell area | `6.77 um^2` |
| Pin count of the biggest net entering global routing | `49` |
| Post-DP Area | `33900 um^2` |
| Max VDD drop | `0.00535 mV` |
| Setup repair after global routing missed its margin | `false` |
| Number of antenna violations at the first check in global routing | `4` |
| DR iter-0 viols | `3861` |
| Number of synthesized flops with an enable pin | `26` |
| Primary FF master, synth | `edfxtp_1` |
| Power density cells | `3.43 nW/um^2` |
| Number of cell instances after yosys synthesis | `4714` |
| Hold_ws | `0.608 ns` |
| Boundary pin count | `34` |
| Portion of the post-synthesis area used by sequential elements | `0.0251` |
| Floorplan die area | `80900 um^2` |
| Worst-case clock skew | `0.00560 ns` |
| Top cells by area, synth | `ha_1 18%, xnor2_1 6.6%, a21oi_1 6.2%, nor2_1 6.0%, nand2_1 5.8%` |
| Number of buffers on the longest clock path | `2` |
| GP Congestion | `1.12` |
| Number of warnings in the stage logs | `25` |
| Global-route usage over all layers | `0.347` |
| Starting utilization of the core area | `0.404` |
| Std-Cell Core Area | `79000 um^2` |
| Largest stage delay on the critical path | `1.03 ns` |
| First-pass GRT wire length | `212 mm` |
| Area growth from synthesis to layout | `6.48%` |
| Clock transition at the register clock pins on the worst setup and hold paths after CTS | `0.06 ns` |
| Final setup fails | `0` |
| Max Fclk | `10.0 MHz` |
| Post-DP HPWL | `116 mm` |
| Number of cells upsized or downsized after cts | `0` |
| Vias in the first global route | `33400` |
| Port Buffers | `33` |
| Number of warnings reported in the yosys synthesis log | `1` |
| Synth Cell Area | `31900 um^2` |
| Row count | `103` |
| Final cell count without fillers | `5763` |
| Critical path arrival | `99.96 ns` |
| Tmin final | `99.81 ns` |
[cell usage in the layout (no fill, tap or decap), drive strengths merged, types with 25 or more instances in the layout]
cell,Yosys,final
or2,30,30
o21ai,283,283
or3,67,67
nand2b,86,86
a21boi,29,29
o21bai,41,41
clkdlybuf4s50,0,32
edfxtp,26,26
mux2,71,71
nor3,147,147
o31ai,46,46
a21oi,398,398
o2111ai,33,33
nor2b,47,47
xor2,131,131
nor2,509,509
nand4,52,52
and2,46,46
nand2,495,495
o21a,116,116
a211oi,49,49
nand3,137,137
a31oi,93,93
mux2i,52,52
buf,38,120
and3,69,69
nor4,32,32
a21o,167,167
inv,153,153
o211ai,60,60
ha,461,461
xnor2,241,241
a31o,25,25
[metal layers]
| layer | up-vias | routed length (um) |
|---|---|---|
| met5 | - | 16 |
| met4 | 2 | 6700 |
| met3 | 313 | 14700 |
| met2 | 1814 | 57100 |
| met1 | 17000 | 63900 |
| li1 | 17800 | - |
[logic make-up (layout without fill, tap and decap cells)]
logic type / count (synthesis) / in the layout / share of synthesized area
adders and majority gates: 461 / 461 / 0.181
other: 1 / 4 / 0.000118
and+or+nand+nor: 1793 / 1793 / 0.268
xor gates and xnor gates: 372 / 372 / 0.102
muxes: 123 / 123 / 0.0415
AOI/OAI and AO/OA: 1623 / 1623 / 0.345
DFF: 27 / 27 / 0.0251
buffers and inverters: 314 / 310 / 0.0378
[registers in the layout, summed over array words and instances (netlist names)]
name	count
cuenta	26
clk_out	1
[worst max-delay path, delay by kind of cell]
kind                       cells  cell delay (ns)
adders and majority gates     28             8.93
xor gates and xnor gates       2             0.18
muxes                          8             2.80
and+or+nand+nor               87            20.01
buffers and inverters         20             5.60
AOI/OAI and AO/OA            134            40.66
[layout make-up]
cell class | instances | area, um^2
antenna | 3 | 7.51
clock buffer | 4 | 78.8
fill | 8140 | 45000
sequential | 27 | 801
tap | 1050 | 1310
multi-input combinational | 4373 | 30000
inverter | 154 | 578
timing repair buffer | 152 | 1220
[where the power goes]
group | switching, mW | internal (mW)
registers | 0.00354 | 0.0138
clock network | 0.00320 | 0.00506
logic | 0.0567 | 0.0343
[worst paths after layout]
| check | start | end | depth (start not counted) | slack (ns) |
|---|---|---|---|---|
| worst min register to register | clk_out | clk_out | 2 | 0.61 |
| worst min-delay path | clk_out | clk_out | 2 | 0.61 |
| worst max-delay path | freq[30] | clk_out | 279 | 7.89 |
| worst max register to register | cuenta[21] | clk_out | 12 | 103.55 |
No activity file was given, so power comes from the tool's default toggle rates.
